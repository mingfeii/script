===== config.mk =====
export PLATFORM = sky130hd
export DESIGN_NAME = sc_fifo
export DESIGN_NICKNAME = sc_fifo
export VERILOG_FILES = /design/flow/design.v
export SDC_FILE = /design/flow/constraint.sdc
export NUM_CORES = 4
export LEC_CHECK = 1
export CORE_UTILIZATION = 30

===== run.sh =====
#!/bin/bash
# OpenROAD 26Q1-2900-gdf79404cd8, Yosys 0.63+post, stock flow scripts
make -C /OpenROAD-flow-scripts/flow DESIGN_CONFIG=/design/flow/config.mk WORK_HOME=/design/flow/orfs finish

===== constraint.sdc =====
current_design sc_fifo

set clk_period 2.5
set clk_io_pct 0.2

create_clock -name clk0 -period $clk_period [get_ports {clk_i}]

set non_clock_inputs [all_inputs -no_clocks]
set_input_delay [expr $clk_period * $clk_io_pct] -clock clk0 $non_clock_inputs
set_output_delay [expr $clk_period * $clk_io_pct] -clock clk0 [all_outputs]

===== design.v =====
module dual_port_ram #(
  parameter int DATA_WIDTH        = 8,
  parameter int ADDR_WIDTH        = 5,
  parameter int USE_LUTS          = 0,
  parameter     INIT_FILE         = ""
)(
  input                       wr_clk_i,
  input [ADDR_WIDTH - 1 : 0]  wr_addr_i,
  input [DATA_WIDTH - 1 : 0]  wr_data_i,
  input                       wr_i,
  input                       rd_clk_i,
  input  [ADDR_WIDTH - 1 : 0] rd_addr_i,
  output [DATA_WIDTH - 1 : 0] rd_data_o,
  input                       rd_i
);
logic [DATA_WIDTH - 1 : 0]                          ram_block [2 ** ADDR_WIDTH - 1 : 0];
logic [2 ** ADDR_WIDTH - 1 : 0][DATA_WIDTH - 1 : 0] ram_lut;
logic [DATA_WIDTH - 1 : 0]                          rd_data;
generate
  if( !USE_LUTS )
    begin : block
      initial
        if( INIT_FILE != "" )
          $readmemh( INIT_FILE, ram );
      always_ff @( posedge wr_clk_i )
        if( wr_i )
          ram_block[wr_addr_i] <= wr_data_i;
      always_ff @( posedge rd_clk_i )
        if( rd_i )
          rd_data <= ram_block[rd_addr_i];
    end
  else
    begin : lut
      always_ff @( posedge wr_clk_i )
        if( wr_i )
          ram_lut[wr_addr_i] <= wr_data_i;
      always_ff @( posedge rd_clk_i )
        if( rd_i )
          rd_data <= ram_lut[rd_addr_i];
    end
endgenerate
assign rd_data_o = rd_data;
endmodule
module sc_fifo #(
  parameter int DATA_WIDTH   = 8,
  parameter int WORDS_AMOUNT = 8,
  parameter int ADDR_WIDTH   = $clog2( WORDS_AMOUNT ), 
  parameter int USE_LUTS     = 0
)(
  input                       clk_i,
  input                       rst_i,
  input                       wr_i,
  input  [DATA_WIDTH - 1 : 0] wr_data_i,
  input                       rd_i,
  output [DATA_WIDTH - 1 : 0] rd_data_o,
  output [ADDR_WIDTH : 0]     used_words_o,
  output                      full_o,
  output                      empty_o
);
logic [ADDR_WIDTH - 1 : 0] wr_addr;
logic                      wr_req;
logic                      full;
logic [ADDR_WIDTH - 1 : 0] rd_addr;
logic                      rd_req;
logic                      empty;
logic [ADDR_WIDTH : 0]     used_words;
logic                      rd_en;
logic                      data_in_ram;
logic                      data_in_o_reg;
logic                      svrl_w_in_mem;
logic                      first_word;
assign full_o       = full;
assign empty_o      = empty;
assign used_words_o = used_words;
assign wr_req       = wr_i && !full;
assign rd_req       = rd_i && !empty;
always_ff @( posedge clk_i, posedge rst_i )
  if( rst_i )
    used_words <= '0;
  else
    if( wr_req && !rd_req )
      used_words <= used_words + 1'b1;
    else
      if( !wr_req && rd_req )
        used_words <= used_words - 1'b1;
assign svrl_w_in_mem = used_words > 'd2;
assign first_word    = data_in_ram && !data_in_o_reg;
always_ff @( posedge clk_i, posedge rst_i )
  if( rst_i )
    data_in_o_reg <= '0;
  else
    if( rd_req || first_word )
      data_in_o_reg <= data_in_ram;
assign rd_en = ( first_word || rd_req ) && data_in_ram;
assign empty = !data_in_o_reg;
always_ff @( posedge clk_i, posedge rst_i )
  if( rst_i )
    data_in_ram <= '0;
  else
    if( rd_req )
      data_in_ram <= wr_req || svrl_w_in_mem;
    else
      if( first_word || !data_in_ram )
        data_in_ram <= wr_req;
always_ff @( posedge clk_i, posedge rst_i )
  if( rst_i )
    wr_addr <= '0;
  else
    if( wr_req )
      wr_addr <= wr_addr + 1'b1;
always_ff @( posedge clk_i, posedge rst_i )
  if( rst_i )
    rd_addr <= '0;
  else
    if( rd_en )
      rd_addr <= rd_addr + 1'b1;
always_ff @( posedge clk_i, posedge rst_i )
  if( rst_i )
    full <= '0;
  else
    if( !rd_req && wr_req )
      full <= used_words == ( ADDR_WIDTH + 1 )'( 2**ADDR_WIDTH - 1 );
    else
      if( rd_req && !wr_req )
        full <= 1'b0;
dual_port_ram #(
  .DATA_WIDTH ( DATA_WIDTH ),
  .ADDR_WIDTH ( ADDR_WIDTH ),
  .USE_LUTS   ( USE_LUTS   )
) ram (
  .wr_clk_i   ( clk_i      ),
  .wr_addr_i  ( wr_addr    ),
  .wr_data_i  ( wr_data_i  ),
  .wr_i       ( wr_req     ),
  .rd_clk_i   ( clk_i      ),
  .rd_addr_i  ( rd_addr    ),
  .rd_data_o  ( rd_data_o  ),
  .rd_i       ( rd_en      )
);
endmodule

==> summary.rpt <==
RUN STATUS
--------------------------------------------------------------------------------------
Run status ..............................................................    completed

CLOCK NETWORK
--------------------------------------------------------------------------------------
Hold buffer count at cts ................................................            0
H-tree depth reported by CTS ............................................            3
Setup Buffers After CTS .................................................            0
Root buffer cell ........................................................ sky130_fd_sc_hd__clkbuf_16
Quantity of gates resized following cts .................................            0
CTS Buf Count ...........................................................            9
Latency at later pin ....................................................      0.33 ns
Clock slew at the register clock pins of the worst setup and hold paths .      0.06 ns
Maximum buffer depth of the clock tree ..................................            2
Sinks on Clock Net ......................................................           85
Clock tree from TritonCTS ...............................................         done

FINAL TIMING
--------------------------------------------------------------------------------------
Period minus WS final ...................................................      2.19 ns
Count of final max-slew check failures ..................................            0
Tcrit/Tclk final ........................................................        0.874
Hold Fails Final Rpt ....................................................            0
Final count of negative-setup-slack endpoints ...........................            0
Final setup skew ........................................................   0.00703 ns
Total negative setup slack ..............................................         0 ns
Unrepaired setup endpoints after global routing .........................        false
Peak clock frequency supported by timing ................................      458 MHz
Max_slew headroom .......................................................        0.528
Transition time at the pin with the least slew margin ...................     0.707 ns

PLACED DESIGN
--------------------------------------------------------------------------------------
Final weighted congestion of routability-driven global placement ........        0.802
IO Port Bufs ............................................................           25
Half-perimeter wire length of the detailed placement result .............      3.54 mm
Instance area at placement ..............................................    3960 um^2
Total placed cells including tap cells ..................................          350

WORST SETUP PATH
--------------------------------------------------------------------------------------
Crit end category .......................................................         flop
CP arrival ..............................................................      2.39 ns
Setup crit start kind ...................................................    input pin
Maximum net fanout on the critical path .................................            4
Top Family by Delay on Critical Path .................................... simple AND/OR/NAND/NOR gates
Buffer-and-inverter tally for the worst setup path ......................            2
Cells along the critical path ........................................... clkdlybuf4s50_1 -> nor2b_1 -> ha_1 -> inv_1 -> ha_1 -> or4_1 -> nand3_1 -> o211ai_1
Worst path required time ................................................      2.70 ns
Crit-path max cell delay ................................................      0.48 ns
Most frequent CP cell ................................................... sky130_fd_sc_hd__ha_1
Crit path kind .......................................................... input pin to flop
CP max-delay cell ....................................................... sky130_fd_sc_hd__or4_1

DETAILED ROUTING
--------------------------------------------------------------------------------------
Via density per instance ................................................         4.58
Iteration count of the initial detailed-routing pass ....................            4
Routed wire length ......................................................      5.64 mm
Iteration-0 DRC Markers .................................................           82
Routed vias .............................................................         1675
Ant. Diodes .............................................................            0
Antenna-violating nets left .............................................            0
Routed wire per std cell ................................................      15.4 um
DRC errors left .........................................................            0

FINISH
--------------------------------------------------------------------------------------
Share of layout cells above drive strength 1 ............................        0.195
Post-layout util ........................................................        0.387
Largest register by flop count .......................................... ram.ram_block
Layout-stage area growth over the synthesis result ......................        23.0%
Final Instance Count excl. Fillers ......................................          366
# fillers ...............................................................          996
Largest registers ranked by flip-flop count ............................. ram.ram_block: 64 flops, ram.rd_data: 8 flops, used_words: 4 flops
Most used cells in the layout excluding fill and tap cells .............. sky130_fd_sc_hd__edfxtp_1, sky130_fd_sc_hd__clkdlybuf4s50_1, sky130_fd_sc_hd__mux4_1, sky130_fd_sc_hd__buf_4, sky130_fd_sc_hd__dfrtp_1
Final std cell area, no fill ............................................    4260 um^2
Highest-count logic cell in the final layout ............................ sky130_fd_sc_hd__edfxtp_1
Max reg flops ...........................................................           64

SYNTHESIS
--------------------------------------------------------------------------------------
Main area contributors after synthesis .................................. sky130_fd_sc_hd__edfxtp_1, sky130_fd_sc_hd__mux4_1, sky130_fd_sc_hd__dfrtp_1
Most area-hungry cell type in the Yosys netlist ......................... sky130_fd_sc_hd__edfxtp_1
Post-synth design cell area .............................................    3470 um^2
Post-synth top area share ...............................................        0.624
Number of different library cells in the post-synthesis netlist .........           31
Yosys cell count ........................................................          176
Warnings from Yosys .....................................................            2
Average footprint of a synthesized cell .................................    19.7 um^2
Seq/Total Area, Yosys ...................................................        0.718
Gate count after technology mapping .....................................          176
Chip area line of the yosys report ......................................    3470 um^2
Yosys reg bits ..........................................................           85

FLOORPLAN
--------------------------------------------------------------------------------------
Die X-Extent ............................................................       109 um
Floorplan-stage core utilization ........................................        0.314
Chip area ...............................................................   12000 um^2
Placeable core region ...................................................   11000 um^2
Chip Height .............................................................       109 um
Site row count ..........................................................           38
I/O pin cnt .............................................................           26

MIN PATH
--------------------------------------------------------------------------------------
Classification of the worst-slack hold path ............................. input pin to asynchronous set/reset pin

PWR
--------------------------------------------------------------------------------------
Static leakage power ....................................................      1.51 nW
Final Total Pwr .........................................................      4.67 mW
Cell area power density ................................................. 1100 nW/um^2
Peak ir drop on the vdd network .........................................   0.000343 V

FLOW RUN
--------------------------------------------------------------------------------------
Maximum capacitance violations ..........................................            0
Tool Warnings ...........................................................           25

GLOBAL ROUTE
--------------------------------------------------------------------------------------
First-pass GRT wire length ..............................................      8.83 mm
Gr ovfl total ...........................................................            0
Total global routing track utilization ..................................        0.108
Via count of the first global-routing pass ..............................         1676
Antenna violations before repair ........................................            0
Largest net degree at the start of global routing .......................           19

where the power goes:
group	total [mW]	internal (mW)	switching (mW)
combinational	1.25	0.776	0.476
clock	1.28	0.707	0.570
sequential	2.14	1.91	0.237
layout make-up:
type / instances / area (um^2) / share of cell area
repair buffers: 41 / 370 / 0.0869
well taps: 140 / 175 / 0.0411
multi-input cells: 80 / 912 / 0.214
flip-flops and latches: 85 / 2490 / 0.583
clock inverters: 7 / 78.8 / 0.0185
inverters: 4 / 15.0 / 0.00352
clock buffers: 9 / 225 / 0.0528
routing by layer:
metal  track usage  part of all wire  up-vias
met4        0.0133             0.016        0
met1         0.142              0.40      816
met5             0                 0        -
li1              -                 -      804
met3        0.0532             0.076        6
met2         0.175              0.50       49
synthesized netlist by cell type:
master / instances
sky130_fd_sc_hd__o211ai_1: 1
sky130_fd_sc_hd__xnor2_1: 5
sky130_fd_sc_hd__nand2b_1: 5
sky130_fd_sc_hd__inv_1: 4
sky130_fd_sc_hd__nor4b_1: 1
sky130_fd_sc_hd__nand3_1: 4
sky130_fd_sc_hd__buf_2: 1
sky130_fd_sc_hd__nand3b_1: 2
sky130_fd_sc_hd__or2_2: 1
sky130_fd_sc_hd__a211oi_1: 1
sky130_fd_sc_hd__o21ai_0: 2
sky130_fd_sc_hd__buf_12: 1
sky130_fd_sc_hd__a21oi_1: 3
sky130_fd_sc_hd__buf_6: 1
sky130_fd_sc_hd__nand2_1: 6
sky130_fd_sc_hd__nor2_1: 6
sky130_fd_sc_hd__or3_1: 1
sky130_fd_sc_hd__clkbuf_1: 4
sky130_fd_sc_hd__edfxtp_1: 72
sky130_fd_sc_hd__xor2_1: 1
sky130_fd_sc_hd__a32o_1: 1
sky130_fd_sc_hd__nor3_1: 3
sky130_fd_sc_hd__mux4_1: 16
sky130_fd_sc_hd__ha_1: 5
sky130_fd_sc_hd__dfrtp_1: 13
sky130_fd_sc_hd__fa_1: 1
sky130_fd_sc_hd__or4_1: 1
sky130_fd_sc_hd__mux2i_1: 1
sky130_fd_sc_hd__mux2_2: 11
sky130_fd_sc_hd__nor2b_1: 1
sky130_fd_sc_hd__a2111o_1: 1
final timing paths:
kind | startpoint | cells past startpoint | slack [ns] | to
min reg2reg | wr_addr[0]$_DFFE_PP0P_ | 1 | 0.52 | wr_addr[0]$_DFFE_PP0P_
min | rst_i | 2 | 0.51 | data_in_o_reg$_DFFE_PP0P_
min in group clk0 | wr_addr[0]$_DFFE_PP0P_ | 1 | 0.52 | wr_addr[0]$_DFFE_PP0P_
max reg2reg | full$_DFFE_PP0P_ | 7 | 0.54 | used_words[3]$_DFFE_PP0P_
max in group asynchronous | rst_i | 2 | 1.65 | wr_addr[2]$_DFFE_PP0P_
max | wr_i | 8 | 0.31 | used_words[3]$_DFFE_PP0P_
kinds of logic (layout without fill, tap and decap cells):
group | count (synthesis) | after routing | synth area share
AOI/OAI and AO/OA | 9 | 9 | 0.0177
and+or+nand+nor | 31 | 31 | 0.0466
adders and majority gates | 6 | 6 | 0.0238
muxes | 28 | 28 | 0.160
buffers and inverters | 11 | 61 | 0.0191
DFF | 85 | 85 | 0.718
xor gates and xnor gates | 6 | 6 | 0.0152
worst reg2reg max path, stage by stage, from the launching register on:
cell and delay (ns):
sky130_fd_sc_hd__dfrtp_1 0.40, sky130_fd_sc_hd__nor2b_1 0.16, sky130_fd_sc_hd__ha_1 0.20, sky130_fd_sc_hd__inv_1 0.09, sky130_fd_sc_hd__ha_1 0.32, sky130_fd_sc_hd__or4_1 0.48
sky130_fd_sc_hd__nand3_1 0.09, sky130_fd_sc_hd__o211ai_1 0.08
metrics by stage:
step | hold slack, ns | setup WS, ns
2_1_floorplan | 0.377 | 0.212
3_3_place_gp | 0.507 | 0.0422
3_5_place_dp | 0.507 | -0.0296
4_1_cts | 0.517 | 0.320
5_1_grt | 0.559 | 0.222
6_report | 0.508 | 0.314
No activity file was given, so power comes from the tool's default toggle rates.
